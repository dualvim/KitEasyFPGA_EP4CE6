### design/flow/design.v
module I2C_READ( input wire clk, input wire rst_n, inout wire sda, output reg scl, output wire [15:0] data );
		reg [15:0] data_r;  
		reg sda_r;  
		reg sda_link;  
		reg [7:0] scl_cnt;  
		reg [2:0] cnt;      
		reg [25:0] timer_cnt;  
		reg [3:0] data_cnt;    
		reg [7:0] address_reg; 
		reg [8:0] state;  
		always @ ( posedge clk or negedge rst_n )
		begin
				if( !rst_n ) begin
					scl_cnt <= 8'd0; 
				end
				else if( scl_cnt == 8'd199 ) begin 
					scl_cnt <= 8'd0;
				end
				else begin 
					scl_cnt <= scl_cnt + 1'b1;
				end
		end
		always @ ( posedge clk or negedge rst_n )
		begin 
				if( !rst_n ) begin
					cnt <= 3'd5; 
				end 
				else begin
					case( scl_cnt )
						8'd49: cnt <= 3'd1;   
						8'd99: cnt <= 3'd2;   
						8'd149:cnt <= 3'd3;   
						8'd199:cnt <= 3'd0;   
						default: cnt <= 3'd5;
					endcase
				end
		end
		always @ ( posedge clk or negedge rst_n )  
		begin  
				if( !rst_n ) begin 
					scl <= 1'b0;
				end  
				else if( (cnt == 3'd0) ) begin
					scl <= 1'b1;
				end 
				else if( (cnt == 3'd2) ) begin
					scl <= 1'b0;
				end  			  
		end 
		always @ ( posedge clk or negedge rst_n )  
		begin  
        if( !rst_n ) begin
				timer_cnt <= 26'd0;
		  end  
        else if( timer_cnt == 26'd49999999 ) begin
		      timer_cnt <= 26'd0;
		  end  
        else begin
		      timer_cnt <= timer_cnt + 1'b1;
		  end
    end
	 parameter IDLE = 9'b0_0000_0000,  
              START = 9'b0_0000_0010,  
              ADDRESS = 9'b0_0000_0100,  
              ACK1 = 9'b0_0000_1000,  
              READ1 = 9'b0_0001_0000,  
              ACK2 = 9'b0_0010_0000,  
              READ2 = 9'b0_0100_0000,  
              NACK = 9'b0_1000_0000,  
              STOP = 9'b1_0000_0000;
		always @ ( posedge clk or negedge rst_n )
		begin
				if( !rst_n ) begin  
					data_r <= 16'd0;  
               sda_r <= 1'b1;  
               sda_link <= 1'b1;  
               state <= IDLE;  
               address_reg <= 15'd0;  
               data_cnt <= 4'd0;  
            end
				else begin
					case(state)  
						 IDLE:  
							  begin  
									sda_r   <= 1'b1;  
									sda_link <= 1'b1;  
									if(timer_cnt == 26'd49999999)  
										 state <= START;  
									else  
										 state <= IDLE;  
							  end  
						 START:  
							  begin  
									if((cnt == 3'd1))  
										 begin  
											  sda_r       <= 1'b0;  
											  sda_link    <= 1'b1;  
											  address_reg <= 8'b1001_0001;  
											  state           <= ADDRESS;  
											  data_cnt        <= 4'd0;  
										 end  
									else  
										 state <= START;  
							  end 
						 ADDRESS: 
							  begin  
									if((cnt == 3'd3))  
										 begin  
											  if(data_cnt == 4'd8) begin  
														 state   <= ACK1;  
														 data_cnt <=  4'd0;  
														 sda_r       <= 1'b1;  
														 sda_link    <= 1'b0;  
													end  
											  else begin  
													state   <= ADDRESS;  
													data_cnt <= data_cnt + 1'b1;  
													case(data_cnt)  
														4'd0: sda_r <= address_reg[7];  
														4'd0: sda_r <= address_reg[7];  
														4'd1: sda_r <= address_reg[6];  
														4'd2: sda_r <= address_reg[5];  
														4'd3: sda_r <= address_reg[4];  
														4'd4: sda_r <= address_reg[3];  
														4'd5: sda_r <= address_reg[2];  
														4'd6: sda_r <= address_reg[1];  
														4'd7: sda_r <= address_reg[0];  
														default: ;  
													endcase  
												end  
									end  
									else begin
										 state <= ADDRESS;
									end  
							  end
						 ACK1:  
							  begin  
									if(!sda && ((cnt == 3'd1)))  
										 state <= READ1;  
									else if((cnt == 3'd2))  
										 state <= READ1;  
									else  
										 state <= ACK1;  
							  end
						 READ1:  
							  begin
									if(( (cnt == 3'd3) ) && (data_cnt == 4'd8)) begin  
											  state   <= ACK2;  
											  data_cnt <= 4'd0;  
											  sda_r       <= 1'b1;  
											  sda_link    <= 1'b1;  
									end
									else if( (cnt == 3'd1) ) begin  
											  data_cnt <= data_cnt + 1'b1;  
											  case(data_cnt)  
													4'd0: data_r[15] <= sda;  
													4'd1: data_r[14] <= sda;  
													4'd2: data_r[13] <= sda;  
													4'd3: data_r[12] <= sda;  
													4'd4: data_r[11] <= sda;  
													4'd5: data_r[10] <= sda;  
													4'd6: data_r[9]  <= sda;  
													4'd7: data_r[8]  <= sda;  
													default: ;  
											  endcase  
										 end  
									else begin
										 state <= READ1;
									end 
							  end  
						 ACK2: 
							  begin     
									if( (cnt == 3'd3) ) begin
										 sda_r <= 1'b0;
									end 
									else if( (cnt == 3'd2) ) begin  
										sda_r <= 1'b1;  
										sda_link <= 1'b0;  
										state <= READ2;  
									end  
									else begin
										 state <= ACK2;
									end 
							  end  
						 READ2: 
							  begin  
									if( ( (cnt == 3'd3) ) && (data_cnt == 4'd8) ) begin  
										state <= NACK;  
										data_cnt <= 4'd0;  
										sda_r <= 1'b1;  
										sda_link <= 1'b1;  
									end  
									else if( (cnt == 3'd1) ) begin  
										data_cnt <= data_cnt + 1'b1;  
										case(data_cnt)  
											4'd0: data_r[7] <= sda;  
											4'd1: data_r[6] <= sda;  
											4'd2: data_r[5] <= sda;  
											4'd3: data_r[4] <= sda;  
											4'd4: data_r[3] <= sda;  
											4'd5: data_r[2] <= sda;  
											4'd6: data_r[1]  <= sda;  
											4'd7: data_r[0]  <= sda;  
											default: ;  
										endcase  
									end  
									else  
										 state <= READ2;  
							  end  
						 NACK: 
							  begin  
									if( (cnt == 3'd3) ) begin  
											  state <= STOP;  
											  sda_r   <= 1'b0;  
									end  
									else begin
										 state <= NACK;
									end  
							  end
						 STOP:  
							  begin  
									if( (cnt == 3'd1) ) begin  
											  state <= IDLE;  
											  sda_r <= 1'b1;  
										 end  
									else begin
										 state <= STOP;
									end 
							  end  
						 default: state <= IDLE;  
				endcase
			end
		end
		assign sda   = sda_link ? sda_r: 1'bz;  
		assign data  = data_r;  
endmodule
module LM75A( input wire FPGA_CLK, input wire FPGA_RST, inout wire FPGA_SDA, output wire FPGA_SCL, output wire [3:0] DIG, output wire [7:0] SEG );  
		wire done;
		wire [15:0] data;
		I2C_READ I2C_READ( .clk(FPGA_CLK), .rst_n(FPGA_RST), .scl(FPGA_SCL), .sda(FPGA_SDA), .data(data) );
		SEG_D  SEG_D( .clk(FPGA_CLK), .rst_n(FPGA_RST), .cs(DIG), .seg(SEG), .data(data) );
endmodule
module SEG_D( input wire clk, input wire rst_n, input [15:0] data, output reg [7:0] seg, output reg [3:0] cs);  
		reg [4:0] dataout_buf;  
		reg [1:0] disp_dat;  
		reg [16:0] delay_cnt;  
		always@(posedge clk, negedge rst_n)  
		begin   
			if(!rst_n) begin
				delay_cnt<=16'd0;
			end
			else if( delay_cnt == 16'd50000 ) begin
				delay_cnt<=16'd0;
			end
			else begin
				delay_cnt <= delay_cnt + 1;
			end
		end
		always@(posedge clk,negedge rst_n)  
		begin   
				if( !rst_n ) begin
					disp_dat <= 2'd0;
				end
				else if( delay_cnt == 16'd50000) begin
					disp_dat <= disp_dat + 1'b1;
				end
				else begin
					disp_dat <= disp_dat;
				end
		end
		always @ ( disp_dat )  
		begin   
			case( disp_dat )  
				2'b00: cs=4'b1110;  
				2'b01: cs=4'b1101;  
				2'b10: cs=4'b1011;  
				default cs=4'b1111;  
		  endcase   
		end
		always @ ( cs )
		begin
			case(cs)  
				4'b1110: dataout_buf=data[8:5];  
				4'b1101: dataout_buf=data[12:9];  
				4'b1011: dataout_buf={1'b0, data[15:13]};  
				default dataout_buf=0;  
			endcase 
		end
		always @ ( dataout_buf ) 
		begin
				case( dataout_buf )
						4'h0 : seg = 8'hc0;  
						4'h1 : seg = 8'hf9;  
						4'h2 : seg = 8'ha4;  
						4'h3 : seg = 8'hb0;  
						4'h4 : seg = 8'h99;  
						4'h5 : seg = 8'h92;  
						4'h6 : seg = 8'h82;  
						4'h7 : seg = 8'hf8;  
						4'h8 : seg = 8'h80;  
						4'h9 : seg = 8'h90;  
						4'ha : seg = 8'h88;  
						4'hb : seg = 8'h83;  
						4'hc : seg = 8'hc6;  
						4'hd : seg = 8'ha1;  
						4'he : seg = 8'h86;  
						4'hf : seg = 8'h8e;  
						default : seg = 8'hc0;   
				endcase
		end
endmodule
### design/flow/run.sh
#!/bin/bash
# OpenROAD 26Q1-2900-gdf79404cd8, Yosys 0.63+post, stock flow scripts
make -C /OpenROAD-flow-scripts/flow DESIGN_CONFIG=/design/flow/config.mk WORK_HOME=/design/flow/orfs finish
### design/flow/config.mk
export PLATFORM = sky130hd
export DESIGN_NAME = LM75A
export DESIGN_NICKNAME = LM75A
export VERILOG_FILES = /design/flow/design.v
export SDC_FILE = /design/flow/constraint.sdc
export NUM_CORES = 4
export LEC_CHECK = 1
export CORE_UTILIZATION = 50
### design/flow/constraint.sdc
current_design LM75A

set clk_period 5.5
set clk_io_pct 0.2

create_clock -name clk0 -period $clk_period [get_ports {FPGA_CLK}]

set non_clock_inputs [all_inputs -no_clocks]
set_input_delay [expr $clk_period * $clk_io_pct] -clock clk0 $non_clock_inputs
set_output_delay [expr $clk_period * $clk_io_pct] -clock clk0 [all_outputs]
==> Changelog: implementation <==
### Changed

- Status: stopped before the end
- Exit stage: 4_1_cts
- Error msg: [error] [KeplerFormal.cpp:679] Workflow failed: Iso has multiple drivers: .FPGA_SDA0, FPGA_SDA$_DFFE_PN1P_.Q0
- GPL Wtd Cong: between 0.8 and 0.9
- Post-synth regs: ~84
- Unique masters post-synth: 56
- Post-Synthesis Cells: 444
- Fp util: 0.526
- Synth area leader: dfrtp_1
- Placed cell area: 4610 um2
- Post-CTS Setup Inserts: 0
- Count leader, synth: dfrtp_1
- Ys async rst share: 1.00
- PostCTS Resize Cnt: 0
- Post-synth EDFFs: 0
- Htree depth: 3
- Top-area cell share: 0.466
- Top Ports: 16
- DPL Wire Length: roughly 5.5 mm
- Total CTS buffers: 9
- CTS Hold Buffers Added: 0
- Chip Height: roughly 96 um
- Clk sink count: approximately 84
- Main flop type: dfrtp_1
- Post-synthesis sequential area ratio: 0.478
- Placed insts: about 550
- # port buffers: 12
- Post-Syn Area: ~4400 um2
- Synth cell count leaders: 82 x dfrtp_1, 40 x nor2_1, 35 x nand2_1
- Root Buffer: clkbuf_8
- Worst slack, placed: 1.67 ns
- FP Rows: 33
- YS chip area: 4410 um2
- Synth warnings: 3
- Yosys cell count: between 400 and 500
- Die X: 95.9 um
- Top cells, area: dfrtp_1 47%, ha_1 5.1%, xor2_1 3.6%
- CTS max path bufs: 2
- Mean Syn Cell Area: approximately 9.9 um2
## kinds of logic after synthesis
kind of cell	count (synthesis)	share of synthesized area
XOR/XNOR	35	0.0696
flip-flops	84	0.478
buffers and inverters	40	0.0375
multiplexers	12	0.0301
AND-OR/OR-AND	71	0.108
adder cells (fa/ha/maj)	18	0.0511
other	1	0.000851
AND/OR/NAND/NOR	183	0.225
