$ cat flow/design.v
module Contagem_Dsp7Seg( input wire FPGA_CLK, output reg [7:0] SEG, output wire [3:0] DIG );
		parameter  TICK_D0 = 18'd50000;      
		parameter  TICK_D1 = 18'd100000;     
		parameter  TICK_D2 = 18'd150000;     
		parameter  TICK_D3 = 18'd200000;	    
		parameter  TICK_1SEG = 26'd50000000;  
		reg [26:0] cont1 = 4'd0;
		reg [18:0] cont2 = 4'd0;
		reg [13:0] cont_segs = 4'd0;
		reg [3:0] val_d0 = 4'd0;
		reg [3:0] val_d1 = 4'd0;
		reg [3:0] val_d2 = 4'd0;
		reg [3:0] val_d3 = 4'd0;
		reg [3:0] val = 4'd0;
		reg [3:0] dig = 4'b1110;
		assign DIG = dig;
		always @ ( posedge FPGA_CLK )
		begin
				cont1 <= cont1 + 1;
				cont2 <= cont2 + 1;
				if( cont2 == TICK_D0 ) begin
					dig = 4'b1110;
					val = val_d0;
				end
				else if( cont2 == TICK_D1 ) begin
					dig = 4'b1101;
					val = val_d1;
				end
				else if( cont2 == TICK_D2 ) begin
					dig = 4'b1011;
					val = val_d2;
				end
				else if( cont2 == TICK_D3 ) begin
					dig = 4'b0111;
					val = val_d3;
					cont2 <= 0;
				end
				if( cont1 == TICK_1SEG ) begin
					if( cont_segs < 14'd9999 ) begin
							cont_segs <= cont_segs + 1;  
					end
					else begin
							cont_segs <= 0;   
					end
					val_d3 <= cont_segs / 1000;
					val_d2 <= (cont_segs % 1000) / 100;
					val_d1 <= (cont_segs % 100) / 10;
					val_d0 <= cont_segs % 10;
					cont1 <= 0;
				end
		end
		always @ ( dig )
		begin
				case ( val )
						4'h0 : SEG = 8'b11000000;
						4'h1 : SEG = 8'b11111001;
						4'h2 : SEG = 8'b10100100; 
						4'h3 : SEG = 8'b10110000; 
						4'h4 : SEG = 8'b10011001;
						4'h5 : SEG = 8'b10010010;
						4'h6 : SEG = 8'b10000010;
						4'h7 : SEG = 8'b11111000;
						4'h8 : SEG = 8'b10000000;
						4'h9 : SEG = 8'b10010000;
						default : SEG = 8'b11111111;
				endcase
		end
endmodule
$ cat flow/run.sh
#!/bin/bash
# OpenROAD 26Q1-2900-gdf79404cd8, Yosys 0.63+post, stock flow scripts
make -C /OpenROAD-flow-scripts/flow DESIGN_CONFIG=/design/flow/config.mk WORK_HOME=/design/flow/orfs finish
$ cat flow/config.mk
export PLATFORM = sky130hd
export DESIGN_NAME = Contagem_Dsp7Seg
export DESIGN_NICKNAME = Contagem_Dsp7Seg
export VERILOG_FILES = /design/flow/design.v
export SDC_FILE = /design/flow/constraint.sdc
export NUM_CORES = 4
export LEC_CHECK = 1
export CORE_UTILIZATION = 40
$ cat flow/constraint.sdc
current_design Contagem_Dsp7Seg

set clk_period 16.4
set clk_io_pct 0.2

create_clock -name clk0 -period $clk_period [get_ports {FPGA_CLK}]

set non_clock_inputs [all_inputs -no_clocks]
set_input_delay [expr $clk_period * $clk_io_pct] -clock clk0 $non_clock_inputs
set_output_delay [expr $clk_period * $clk_io_pct] -clock clk0 [all_outputs]
==> flow_summary.toml <==
# generated from flow reports
[status]
status = "finished, final reports clean"

[sta]
final_min_period_over_clock_period_pct = 67.3
final_max_slew_viol_count = 0
fin_worst_skew_ps = 9.22
setup_viol_count_final = 0
timing.max_slew.rel_slack_pct = 42.6
worst-slew-pin-transition_ps = 854
layout_min_cycle_time_ps = 11030
timing.fmax_mhz = 90.6
timing.final.hold_violations = 0
sum_of_negative_setup_slack_ps = 0
rsz0062_at_grt = "no"

[drt]
post_drt_wl_per_cell_microns = 15.8
met1_length_microns = 13700
num_antenna_cells = 0
number_of_remaining_drc_errors = 0
detailroute.wirelength.met3_microns = 1480
postRouteWirelength_microns = 28200
met2RoutedLength_microns = 12600
drtIter0Drc = 1001
routed-via-count = 10900
via_per_inst = 6.09
post_drt_antenna_nets = 0
dr_top_layer = "met4"
drt_first_pass_iters = 7

[placement]
io_buffers = 11
dp.final_hpwl_microns = 21000
place.gp.congestion = 0.909

[yosys]
netlist-cell-type-count = 113
largest_area_cell = "edfxtp_1"
ys_top_cells_by_area = "edfxtp_1 9.4%, dfxtp_1 9.2%, xnor2_1 6.3%, nor2_1 5.7%, nand2_1 4.9%"
syn-cell-area_sq_um = 10900
enable_flop_cells = 34
post_synth_most_frequent_cells = "164 x nor2_1, 141 x nand2_1, 78 x xnor2_1"
synthFlopType = "dfxtp_1"
ys_async_sr_fraction_pct = 0
synth.yosys.num_cells = 1473
synthCells = 1473
seq_area_frac_synth_pct = 18.6
ys_chip_area_sq_um = 10900
synth-warning-count = 1
ys_ff = 84
avgSynthCellArea_sq_um = 7.39
top_cell_area_share_pct = 9.38
most_repeated_cell_in_the_gate_level_netlist_after_synthesis = "nor2_1"

[die]
die_width_microns = 167
coreArea_sq_um = 26800
dieArea_sq_um = 27900
placementRows = 60
die.size.y_microns = 167
core_util_floorplan_pct = 40.6
io_pins = 13

[power]
post-layout-total-power_mw = 0.431
static_leakage_power_nw = 3.75
power.density_cell_area_nw_per_um2 = 37.2
peakVddDrop_uv = 39.6

[finish]
layout_filler_cell_count = 2619
area.growth.synth_to_final_pct = 6.48
layout.area.comb_sq_um = 8350
drive_gt1_share_pct = 8.83
area.sequential_sq_um = 2020

[worst_hold_path]
hold-path-cell-count = 1
min_path_type = "reg2reg"

[clocking]
cts_tree = "yes"
clk_pin_slew_ps = 70
cts_buffer_depth = 2
cts.repair_timing.setup_buffer_count = 0
cts-resized-gates = 0
numClockSinks = 84
number_of_levels_in_the_clock_h_tree = 3
cts.hold.buffers_added = 0
root_buffer = "clkbuf_16"
clk_latency_ps = 340
number_of_clock_buffers_inserted_by_tritoncts = 9

[critical_path]
criticalPathCategory = "reg2reg"
timing.critical_path.from_type = "register"
r2r.worst_path.cells = 32
worstSetupPathDepth = 32
worst_setup_path_end_kind = "register"
worst-path-max-fanout = 19
ff2ff_setup_slack_ps = 5370
max_stage_delay_ps = 690
worst_ep_required_time_ps = 16480
timing.critical_path.buf_inv = 2
crit_path_top_delay_cell = "or3_1"
critical_path.top_delay_family = "AND-OR/OR-AND gates"
worstPathArrival_ps = 11110

[global_routing]
overflow_after_grt = 0
grt_pass1_vias = 9709
grt_pass1_wl_microns = 48000
grt.total_usage_pct = 20.6
antenna_found_initial = 0
grt_start_max_net_pins = 42

[run]
warning_count = 33
cap_viol_max_count = 0
-- state kept, by name (all words and copies together), names as in the netlist --
| name | count |
|---|---|
| cont2 | 19 |
| dig | 4 |
| val_d0 | 4 |
| val_d3 | 4 |
| cont_segs | 14 |
| val_d2 | 4 |
| cont1 | 27 |
| val | 4 |
| val_d1 | 4 |
-- final timing paths --
kind | startpoint | end
worst max-delay path | cont_segs[11] | val_d1[0]
worst min-delay path | cont2[18] | cont2[18]
worst max register to register | cont_segs[11] | val_d1[0]
worst min register to register | cont2[18] | cont2[18]
-- area by class of cell --
type,count,area share (%)
repair buffers,35,2.50
well taps,341,3.68
clock buffers,12,2.32
clock inverters,4,0.453
multi-input cells,1267,72.1
flip-flops and latches,84,17.4
inverters,47,1.52
-- stage by stage --
step           hold slack (ps)  area [sq um]  utilization (%)  instances  setup slack [ps]
2_1_floorplan              424         10900                -       1473              7340
3_3_place_gp               442         11300             42.0       1774              5690
3_5_place_dp               444         11300             42.0       1774              5560
4_1_cts                    457         11600             43.2       1790              5530
5_1_grt                    491         11600             43.2       1790              4590
6_report                   459         11600             43.2       1790              5370
-- layout by cell type (no fill, tap or decap), types with 23 or more instances in the layout --
cell / n
edfxtp_1: 34
nor2_1: 164
inv_1: 45
a21oi_1: 71
nor3_1: 46
nand4_1: 28
nand3_1: 67
a211oi_1: 29
buf_4: 24
dfxtp_1: 50
nand2_1: 141
o211ai_1: 28
and3_1: 24
xnor2_1: 78
mux2i_1: 26
xor2_1: 31
o21ai_0: 63
a31oi_1: 23
-- per-layer routing --
metal  track usage [%]  vias up
met5                 0        -
met4              3.30        0
met3              1.89       39
met2              32.5      292
met1              31.4     5032
li1                  -     5531
-- worst reg2reg max path, delay by kind of cell (launching register included) --
family	cells	cell delay, ps
flops	1	680
xor+xnor	1	380
fa+ha+maj	2	510
buf+inv	2	410
mux	2	700
compound gates	16	4750
simple gates	9	3330
-- power breakdown --
group	leakage (nW)	internal [mW]	switching, mW
clock network	0.163	0.133	0.0827
logic	2.79	0	0.00000394
registers	0.798	0.215	0
total	3.75	0.348	0.0827
-- cell families (layout without fill, tap and decap cells) --
family          Yosys count  after routing  share of synthesized area, %
simple gates            631            631                          29.3
compound gates          456            456                          31.4
buf+inv                 122             98                          4.73
xor+xnor                112            112                          9.22
flops                    84             84                          18.6
mux                      35             35                          3.40
fa+ha+maj                32             32                          3.32
other cells               1              1                        0.0345
Power and IR drop assume default switching activity.
