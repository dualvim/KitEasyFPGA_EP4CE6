$ cat design/flow/run.sh
#!/bin/bash
# OpenROAD 26Q1-2900-gdf79404cd8, Yosys 0.63+post, stock flow scripts
make -C /OpenROAD-flow-scripts/flow DESIGN_CONFIG=/design/flow/config.mk WORK_HOME=/design/flow/orfs finish
$ cat design/flow/config.mk
export PLATFORM = sky130hd
export DESIGN_NAME = IR
export DESIGN_NICKNAME = IR
export VERILOG_FILES = /design/flow/design.v
export SDC_FILE = /design/flow/constraint.sdc
export NUM_CORES = 4
export LEC_CHECK = 1
export CORE_UTILIZATION = 40
$ cat design/flow/constraint.sdc
current_design IR

set clk_period 2.7
set clk_io_pct 0.2

create_clock -name clk0 -period $clk_period [get_ports {FPGA_CLK}]

set non_clock_inputs [all_inputs -no_clocks]
set_input_delay [expr $clk_period * $clk_io_pct] -clock clk0 $non_clock_inputs
set_output_delay [expr $clk_period * $clk_io_pct] -clock clk0 [all_outputs]
$ cat design/flow/design.v
module IR( input wire FPGA_CLK, input wire FPGA_RST, input wire IR,output reg [3:0] DIG, output reg [7:0] SEG);
		reg [3:0] led_cs;
		reg [7:0] led_db;
		wire clk = FPGA_CLK;
		wire rst_n = FPGA_RST;
		reg [7:0] led1,led2,led3,led4;
		reg [15:0] irda_data;     
		reg [31:0] get_data;      
		reg [5:0]  data_cnt;      
		reg [2:0]  cs,ns;
		reg error_flag;           
		reg irda_reg0;        
		reg irda_reg1;        
		reg irda_reg2;        
		wire irda_neg_pulse;  
		wire irda_pos_pulse;  
		wire irda_chang;      
		reg[15:0] cnt_scan; 
		reg [10:0] counter;   
		reg [8:0]  counter2;  
		wire check_9ms;   
		wire check_4ms;   
		wire low;         
		wire high;        
		always @ (posedge clk)
		begin
			if( !rst_n ) begin
				irda_reg0 <= 1'b0;
				irda_reg1 <= 1'b0;
				irda_reg2 <= 1'b0;
			end
			else begin
				led_cs <= 4'b0000;
				DIG <= led_cs;
				irda_reg0 <= IR;
				irda_reg1 <= irda_reg0;
				irda_reg2 <= irda_reg1;
			end
		end
		assign irda_chang = irda_neg_pulse | irda_pos_pulse;    
		assign irda_neg_pulse = irda_reg2 & (~irda_reg1);       
		assign irda_pos_pulse = (~irda_reg2) & irda_reg1;       
		always @ (posedge clk)
		begin
			if (!rst_n) begin
				counter <= 11'd0;
			end
			else if( irda_chang ) begin   
				counter <= 11'd0;
			end
			else if( counter == 11'd1750 ) begin
				counter <= 11'd0;
			end
			else begin
				counter <= counter + 1'b1;
			end
		end
		always @ ( posedge clk )
		begin
			if (!rst_n) begin
				counter2 <= 9'd0;
			end
			else if( irda_chang ) begin   
				counter2 <= 9'd0;
			end
			else if( counter == 11'd1750 ) begin
				counter2 <= counter2 +1'b1;
			end
		end
		assign check_9ms = ((217 < counter2) & (counter2 < 297)); 
		assign check_4ms = ((88 < counter2) & (counter2 < 168));   
		assign low  = ((6 < counter2) & (counter2 < 26));          
		assign high = ((38 < counter2) & (counter2 < 58));         
		parameter IDLE       = 3'b000,  
		 		    LEADER_9   = 3'b001,  
					 LEADER_4   = 3'b010,  
					 DATA_STATE = 3'b100;  
		always @ (posedge clk)
		begin
			if( !rst_n ) begin
				cs <= IDLE;
			end
			else begin
				cs <= ns;   
				end
		end
		always @ ( * )
		begin
				case (cs)
					IDLE:
					  if (~irda_reg1)
						 ns = LEADER_9;
					  else
						 ns = IDLE;
					LEADER_9:
					  if (irda_pos_pulse)    
						 begin
							if (check_9ms)
							  ns = LEADER_4;
							else
							  ns = IDLE;
						 end
					  else   
						 ns = LEADER_9;
					LEADER_4:
					  if (irda_neg_pulse)   
						 begin
							if (check_4ms)
							  ns = DATA_STATE;
							else
							  ns = IDLE;
						 end
					  else
						 ns = LEADER_4;
					DATA_STATE:
					  if ((data_cnt == 6'd32) & irda_reg2 & irda_reg1)
						 ns = IDLE;
					  else if (error_flag)
						 ns = IDLE;
					  else
						 ns = DATA_STATE;
					default: ns = IDLE;
				endcase
		end
		always @ (posedge clk)
		begin
				if( !rst_n ) begin
					data_cnt <= 6'd0;
					get_data <= 32'd0;
					error_flag <= 1'b0;
				end
			 else if ( cs == IDLE ) begin
					data_cnt <= 6'd0;
					get_data <= 32'd0;
					error_flag <= 1'b0;
			 end
			 else if ( cs == DATA_STATE ) begin
					if( irda_pos_pulse ) begin  
						if( !low ) begin  
						  error_flag <= 1'b1;
						end
					end
					else if( irda_neg_pulse ) begin  
						if ( low ) begin
							get_data[0] <= 1'b0;
						end
						else if( high ) begin
							get_data[0] <= 1'b1;
						end
						else begin
						  error_flag <= 1'b1;
						end
						get_data[31:1] <= get_data[30:0];
						data_cnt <= data_cnt + 1'b1;
					 end
				end
		end
		always @ (posedge clk)
		begin
			if (!rst_n) begin
				irda_data <= 16'd0;
			end
			else if ((data_cnt ==6'd32) & irda_reg1) begin
				led1 <= get_data[7:0];    
				led2 <= get_data[15:8];   
				led3 <= get_data[23:16];  
				led4 <= get_data[31:24];
			end
		end
		always@(led2) 
		begin
			case(led2)
			8'b01101000: led_db = 8'b1100_0000;  
			8'b00110000: led_db = 8'b1111_1001;  
			8'b00011000: led_db = 8'b1010_0100;   
			8'b01111010: led_db = 8'b1011_0000;   
			8'b00010000: led_db = 8'b1001_1001;   
			8'b00111000: led_db = 8'b1001_0010;   
			8'b01011010: led_db = 8'b1000_0010;   
			8'b01000010: led_db = 8'b1111_1000;   
			8'b01001010: led_db = 8'b1000_0000;   
			8'b01010010: led_db = 8'b1001_0000;   
			default: led_db = 8'b1000_1110;
			 endcase
			 SEG <= led_db;
		end
endmodule 
==> out/qor.yml <==
track_usage: 0.146
grt_pass1_vias: 1939
tns_ns: 0
tightest_slew_ns: 0.664
final_antenna_net_count: 0
slew_violations: 0
reg2reg_slack_ns: 0.83
drtIter0Drc: 83
arrival_ns: 2.05
crit_fanout: 3
clk_pin_slew_worst_paths_ns: 0.06
critPathBufInv: 1
ctsHoldBuffers: 0
r2r_cells: 5
viasPerCell: 5.17
vdd_drop_max_uv: 589
area_delta_synth_final_pct: 15.8
cap_viol_max_count: 0
p_leak_nw: 1.14
hold_path_depth: 0
fin_util: 0.487
ys_async_sr_fraction: 0
crit-reg2reg-launch: "counter[1]"
cp_top_family: "simple AND/OR/NAND/NOR gates"
fin_crit_ns: 2.59
dieWidth_um: 84.4
hold_path_startpoint: "get_data[15]"
die_y_um: 84.4
clockBufferDepth: 2
edf_count: 8
overflow: 0
fp.coreArea_um2: 6460
yosys_area_um2: 2720
io_buffers: 9
syn_area_um2: 2720
slew_headroom: 0.556
hold_path_class: "flop to flop"
setup_viol: 0
ctsRootBufferMaster: "clkbuf_8"
cpPeakStageDelay_ns: 0.46
final.period_utilization: 0.958
cts_tree: "done"
flop_cell: "dfxtp_1"
synth.distinct_cells: 50
cp-start-kind: "flop"
seq_area_frac_synth: 0.457
clock_latency_ns: 0.34
htree_levels: 3
ys_ff: 58
die_area_um2: 7120
path_cells: "or3_4, or2_2, a21oi_1, clkdlybuf4s50_1"
synthCells: 314
drcViolationCount: 0
critical_path.slowest_cell: "clkdlybuf4s50_1"
fp-utilization: 0.421
rows: 29
worstSetupPathType: "flop to output pin"
fin_skew_ns: 0.00861
vias: 2130
cts-buffers-inserted: 9
cts_sinks: 58
grt_max_degree: 24
ys_cells: 314
grt_first_pass_wirelength_um: 8400
drive_gt1_frac: 0.113
status: "finished, final reports clean"
antenna_found_initial: 0
num_antenna_cells: 0
power_w: 0.00180
power_density_nw_per_um2: 573
gp_congestion: 0.849
dp_hpwl_um: 3190
avgSynthCellArea_um2: 8.65
warnings: 28
detail_route.first_pass.iterations: 20
ys_warn_count: 1
drt-total-wl_um: 4840
hold_viol_final: 0
ioPinCount: 15
min_to: "led2[7]"
cp.required_ns: 2.16
rsz0062_at_grt: "false"
wl_per_cell_um: 11.7
mostFrequentLayoutCells: "dfxtp_1 (50), nand2_1 (49), nor2_1 (25), a21oi_1 (25), nand3_1 (14)"
lay_top_count: "dfxtp_1"
crit_path_end_kind: "output pin"
clock.fmax_mhz: 387
r2r_end: "counter2[8]"
-- how the worst max path moves through the flow --
stage,start,to,depth (start not counted)
4_1_cts,led2[4],SEG[6],5
5_1_grt,led2[1],SEG[5],6
6_report,led2[3],SEG[5],4
-- synthesized netlist by cell type, drive strengths merged (4+ instances only) --
| cell | number | share of area |
|---|---|---|
| a21oi | 26 | 0.048 |
| and2 | 4 | 0.0092 |
| and3 | 7 | 0.017 |
| buf | 7 | 0.020 |
| clkbuf | 12 | 0.017 |
| dfxtp | 50 | 0.37 |
| edfxtp | 8 | 0.088 |
| ha | 7 | 0.032 |
| inv | 11 | 0.015 |
| mux2i | 4 | 0.015 |
| nand2 | 49 | 0.068 |
| nand3 | 14 | 0.026 |
| nand4 | 8 | 0.018 |
| nor2 | 25 | 0.035 |
| nor3 | 7 | 0.013 |
| o21ai | 8 | 0.015 |
| or2 | 4 | 0.0092 |
| or3 | 6 | 0.016 |
| xnor2 | 4 | 0.013 |
| xor2 | 13 | 0.042 |
-- repair_timing --
action | 4_1_cts | 5_1_grt
setup endpoints to repair | 2 | 2
buffers inserted | 3 | 5
gates resized | 1 | 4
pin swaps | 0 | 3
-- cell type report --
| type | count | area, µm² |
|---|---|---|
| multi-input combinational | 229 | 1370 |
| timing repair buffer | 21 | 183 |
| clock inverter | 5 | 77.6 |
| sequential | 58 | 1240 |
| clock buffer | 11 | 141 |
| inverter | 11 | 41.3 |
| fill | 611 | 3310 |
| tap | 77 | 96.3 |
-- metal layers --
layer | global-route usage | wire length [µm] | up-vias
met5 | 0 | 0 | -
met4 | 0.0277 | 50 | 0
met3 | 0.0339 | 162 | 4
met2 | 0.222 | 2190 | 23
met1 | 0.223 | 2440 | 990
li1 | - | - | 1113
-- metrics by stage --
| stage | worst slack (ns) | cell area (µm²) | hold WS, ns | cells |
|---|---|---|---|---|
| 5_1_grt | 0.00394 | 3150 | 0.447 | 412 |
| 3_3_place_gp | 0.286 | 2850 | 0.414 | 388 |
| 3_5_place_dp | 0.264 | 2850 | 0.424 | 388 |
| 2_1_floorplan | 0.823 | 2730 | 0.408 | 317 |
| 6_report | 0.113 | 3150 | 0.432 | 412 |
| 4_1_cts | 0.0322 | 3090 | 0.437 | 407 |
-- sequential cells by signal, summed over array words and instances (netlist names), 4 cells and up --
register  flops
led2          8
get_data     16
cs            4
counter2      9
data_cnt      6
counter      11
-- power breakdown --
part | switching (W) | total [W] | internal (W)
sequential | 0.00000887 | 0.000889 | 0.000880
clock | 0.000331 | 0.000872 | 0.000541
combinational | 0.0000263 | 0.0000419 | 0.0000157
total | 0.000366 | 0.00180 | 0.00144
-- kinds of logic after synthesis --
kind of cell,share of synthesized area
and+or+nand+nor,0.260
DFF,0.457
AOI/OAI and AO/OA,0.127
buffers and inverters,0.0516
xor gates and xnor gates,0.0548
adders and majority gates,0.0322
muxes,0.0147
other,0.00276
Power and IR drop assume default switching activity.
